### design/flow/run.sh
#!/bin/bash
# OpenROAD 26Q1-2900-gdf79404cd8, Yosys 0.63+post, stock flow scripts
make -C /OpenROAD-flow-scripts/flow DESIGN_CONFIG=/design/flow/config.mk WORK_HOME=/design/flow/orfs finish
### design/flow/config.mk
export PLATFORM = sky130hd
export DESIGN_NAME = state_machine
export DESIGN_NICKNAME = state_machine
export VERILOG_FILES = /design/flow/design.v
export SDC_FILE = /design/flow/constraint.sdc
export NUM_CORES = 4
export LEC_CHECK = 1
export CORE_UTILIZATION = 40
export SYNTH_HDL_FRONTEND = slang
### design/flow/constraint.sdc
current_design state_machine

set clk_period 7.4
set clk_io_pct 0.2

create_clock -name clk0 -period $clk_period [get_ports {clk}]

set non_clock_inputs [all_inputs -no_clocks]
set_input_delay [expr $clk_period * $clk_io_pct] -clock clk0 $non_clock_inputs
set_output_delay [expr $clk_period * $clk_io_pct] -clock clk0 [all_outputs]
### design/flow/design.v
module state_machine(
    input logic clk, rst_n, start,
    input logic signed [15:0] x_in,
    output logic signed [31:0] y_out,
    output logic done
    );
    typedef enum logic [2:0] {S_IDLE,S_ADD5, S_MUL3,S_SUB7,S_DONE} state_t;
    state_t state, next_state;
    logic signed [31:0] temp;
    always_ff @(posedge clk or negedge rst_n) begin
        if (!rst_n)
            state <= S_IDLE;
        else
            state <= next_state;
    end
    always_ff @(posedge clk or negedge rst_n) begin
        if (!rst_n) begin
            temp  <= 0;
            y_out  <= 0;
        end else begin
            case (state)
                S_IDLE: temp <= start ? x_in : temp;
                S_ADD5: temp <= temp + 5;
                S_MUL3: temp <= temp * 3;
                S_SUB7: y_out <= temp - 7;
                default: ;
            endcase
        end
    end
    always_comb begin
        next_state = state;
        done = 1'b0;
        case (state)
            S_IDLE:  next_state = start ? S_ADD5 : S_IDLE;
            S_ADD5:  next_state = S_MUL3;
            S_MUL3:  next_state = S_SUB7;
            S_SUB7:  next_state = S_DONE;
            S_DONE: begin
                done = 1'b1;
                next_state = S_IDLE;
            end
            default: next_state = S_IDLE;
        endcase
    end
endmodule
==> impl_metrics.ini <==
; synthesis and place-and-route metrics
[run_status]
status = complete, no violations

[route]
via_per_inst = 5.72
num_antenna_cells = 0
drt_first_pass_iters = 5
wirelength_mm = 16.7
drtIter0Drc = 454
drt_drc_violations_left = 0
vias = 5373
ant_nets = 0
routedWlPerCell_microns = 17.8

[worst_hold_path]
hold_start = state[1]
hold_path_depth = 1
hold_class = reg -> reg
min_to = state[0]

[global_routing]
track_usage = 0.220
grt_pass1_vias = 5011
antenna_found_initial = 0
grt_max_degree = 63
grt-ovfl-total = 0
grt_pass1_wl_mm = 27.1

[synthesis]
ys_warn_count = 0
yosys-stat-cells = 709
synthCells = 709
synth.distinct_cells = 68
ys_chip_area_sq_mm = 0.00612
yosysSeqAreaShare = 0.282
flop_cell = dfrtp_1
synth_area_sq_mm = 0.00612
synth_flop_count = 69
syn_avg_cell_area_sq_um = 8.64
synth-edff-count = 0
synthArstFlopShare = 1.00

[clocking]
cts_tree = built
htree_levels = 3
numCtsBuffers = 9
cts.sinks = 69
clk_latency_ps = 340
postCtsResizedCells = 0
path_clk_slew_ps = 60
ctsHoldBuffers = 0
post_cts_buffers = 0
cts.path.max_buffers = 2
cts-root-buf = clkbuf_16

[floorplanning]
fp_util = 0.415
core_sq_mm = 0.0148
die_y_microns = 126
die_w_microns = 126
io_pins = 52
core.rowCount = 44
die-area_sq_mm = 0.0158

[worst_setup_path]
worst-endpoint-arrival_ps = 4050
crit_path_start_kind = flop
endpoint_kind = flop
r2r-start = temp[2]
rr_endpoint = temp[28]
critPathRequiredTime_ps = 7630
critPathLaunch = temp[2]
worstPathMaxFanout = 7
critPathKind = reg -> reg
r2r_slack_ps = 3580
r2r_cells = 15

[sta]
slew_violations = 0
clock.fmax_mhz = 262
rsz0062_at_grt = no
whs_ps = 472
setup_viol = 0
hold_viol = 0
tightest_slew_ps = 807
fin_crit_ps = 3820
fin_skew_ps = 6.92
tns_ps = 0
relSlewSlack = 0.462
finalClockPeriodUsage = 0.517

[power_and_ir_drop]
ir_drop_mv = 0.106
power.density_mw_per_mm2 = 121
leakagePower_nw = 3.26

[run]
warnings = 57
max-cap-violations = 0

[placed_design]
port_buffers = 51
gp_congestion = 0.916
dp_hpwl_mm = 12.5

[cells_and_area]
syn2layout_area_growth_pct = 16.4
drive_gt1_frac = 0.0596
num-fill-cells = 1352
[worst max-delay path, stage by stage, from the launching register on]
cell,delay (ps)
dfrtp_1,470
inv_1,120
ha_1,290
inv_1,60
ha_1,190
inv_1,70
fa_1,390
nand2b_1,210
a211oi_2,330
o211ai_2,140
a21oi_1,360
o211a_1,220
o221ai_2,130
a2111oi_2,340
o21ai_0,130
a41o_1,250
[synth_stat cells, drive strengths merged, types with 4 or more instances]
master,instances,area [sq um]
nor3,16,85.1
nor2,68,258
clkbuf,25,93.8
a211oi,7,67.6
xor2,8,70.1
nand2,47,176
ha,91,1140
o221ai,4,41.3
o21ai,30,150
a21oi,81,405
or3,5,31.3
nand4,7,43.8
inv,43,161
and2,9,56.3
dfrtp,68,1700
nand2b,7,43.8
a22oi,5,37.5
and3,12,75.1
mux2i,4,40.0
o22ai,8,50.1
a311oi,5,43.8
o21a,5,37.5
xnor2,46,403
nand3,14,70.1
a31oi,7,43.8
and4,6,55.1
a221oi,15,138
a2bb2oi,5,43.8
a21o,17,128
[routing by layer]
metal | GRT usage | vias to the layer above | wire, microns
met1 | 0.372 | 2541 | 8720
li1 | - | 2649 | -
met2 | 0.303 | 166 | 6600
met3 | 0.0377 | 17 | 1090
met5 | 0 | - | 0
met4 | 0.0283 | 0 | 247
[per-stage QoR]
step                      cells  utilization  total power, mW  setup slack, ps  instance area (sq um)
after global placement      923        0.462            0.406             3650                   6820
after detailed placement    923        0.462            0.407             3600                   6820
after CTS                   939        0.483            0.869             3580                   7130
after global routing        939        0.483            0.885             3270                   7130
final                       939        0.483            0.859             3580                   7130
after floorplan             709            -            0.388             4080                   6120
[power by group]
part	internal [mW]	total [mW]	switching [mW]
Combinational	0.0108	0.0221	0.0113
Sequential	0.377	0.377	0
Clock	0.295	0.460	0.165
Total	0.683	0.859	0.176
[state kept, by name (all words and copies together), names as in the netlist]
register  count
y_out        32
state         5
temp         32
[final cells by class]
type                    count  area, sq um  area share
repair buffers             58          558      0.0783
flip-flops and latches     69         1730       0.243
multi-input cells         568         4140       0.580
well taps                 184          230      0.0323
clock buffers              12          236      0.0332
clock inverters             4         72.6      0.0102
inverters                  44          165      0.0232
[cells in the final DEF (no fill, tap or decap), drive strengths merged, types with 6 or more instances in the layout]
cell / n
inv: 43
clkdlybuf4s50: 50
a21o: 17
buf: 8
xnor2: 46
o21ai: 30
and3: 12
nand3: 14
ha: 91
nand4: 7
a31oi: 7
xor2: 8
and4: 6
nand2: 47
o22ai: 8
nor3: 16
a221oi: 15
nor2: 68
nand2b: 7
a21oi: 81
and2: 9
clkbuf: 12
a211oi: 7
dfrtp: 68
[kinds of logic (layout without fill, tap and decap cells)]
kind of cell,count (synthesis),count (layout),share of synthesized area
compound gates,216,216,0.238
xor+xnor,54,54,0.0772
fa+ha+maj,92,92,0.189
buf+inv,72,118,0.0445
flops,69,69,0.282
mux,7,7,0.0127
simple gates,199,199,0.156
[how the worst max path moves through the flow]
stage	endpoint	cells past startpoint	slack (ps)
after CTS	temp[28]	15	3580
after global routing	temp[28]	15	3270
final	temp[28]	15	3580
Power and IR drop assume default switching activity.
